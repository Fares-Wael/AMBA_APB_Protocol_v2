File: flow/design.v
module AMBA_APB_PROTOCOL_BUS #(
    parameter IDLE    = 2'b00,
    parameter SETUP   = 2'b01,
    parameter ACCESS  = 2'b10,
    parameter ADDR_SIZE = 32,            
    parameter DATA_SIZE = 32,            
    parameter PROT_SIZE = 3,             
    parameter STRB_SIZE = DATA_SIZE/8    
) (
    input PCLK,                          
    input PRESETn,                       
    input PREADY,                        
    input PSLVERR,                       
    input [DATA_SIZE-1:0] PRDATA,        
    output reg PSELX,                    
    output reg PENABLE,                  
    output reg PWRITE,                   
    output reg [ADDR_SIZE-1:0] PADDR,    
    output reg [DATA_SIZE-1:0] PWDATA,   
    output reg [PROT_SIZE-1:0] PPROT,    
    output [STRB_SIZE-1:0] PSTRB,        
    input MWRITE,                        
    input [PROT_SIZE-1:0] MPROT,         
    input [ADDR_SIZE-1:0] MADDR,         
    input [DATA_SIZE-1:0] MWDATA,        
    input [STRB_SIZE-1:0] MSTRB,         
    output [DATA_SIZE-1:0] MRDATA,       
    output MSLVERR                       
);
    reg [1 : 0] cs, ns;                  
    wire Transfer;
    assign Transfer = (PPROT  != MPROT)  || 
                      (PADDR  != MADDR)  || 
                      (PWDATA != MWDATA) || 
                      (PWRITE != MWRITE);
    always @(posedge PCLK) begin
        if (!PRESETn) 
            cs <= IDLE;                  
        else 
            cs <= ns;                    
    end
    always @(*) begin
        case (cs)
            IDLE: begin
                if (Transfer)            
                    ns = SETUP;          
                else
                    ns = IDLE;           
            end
            SETUP: begin
                ns = ACCESS;             
            end
            ACCESS: begin
                if (PREADY) begin        
                    if (Transfer)        
                        ns = SETUP;      
                    else
                        ns = IDLE;       
                end else begin
                    ns = ACCESS;         
                end
            end
            default: ns = IDLE;          
        endcase    
    end
    always @(*) begin
        case (cs)
            IDLE: begin
                PSELX   = 1'b0;          
                PENABLE = 1'b0;          
            end
            SETUP: begin
                PSELX   = 1'b1;          
                PENABLE = 1'b0;          
            end
            ACCESS: begin
                PSELX   = 1'b1;          
                PENABLE = 1'b1;          
            end
        endcase
    end
    always @(posedge PCLK) begin
        if (!PRESETn) begin
            PWRITE <= 0;
            PPROT  <= 0;
            PWDATA <= 0;
            PADDR  <= 0;
        end else begin
            if (ns == SETUP) begin
                PWRITE <= MWRITE;
                PPROT  <= MPROT;
                PWDATA <= MWDATA;
                PADDR  <= MADDR;
            end
        end
    end
    assign PSTRB   = PWRITE ? MSTRB : {STRB_SIZE{1'b0}};
    assign MRDATA  = PRDATA;    
    assign MSLVERR = PSLVERR;   
endmodule
module APB_Slave #(
    parameter ADDR_SIZE = 32,              
    parameter MEM_WIDTH = 32,              
    parameter PROT_SIZE = 3,               
    localparam STRB_SIZE = MEM_WIDTH/8     
) (
    input PCLK,
    input PRESETn,
    input SENABLE,                         
    input SWRITE,                          
    input SSELX,                           
    input [PROT_SIZE-1:0] SPROT,           
    input [STRB_SIZE-1:0] SSTRB,           
    input [ADDR_SIZE-1:0] SADDR,           
    input [MEM_WIDTH-1:0] SWDATA,          
    output reg SREADY,                     
    output reg SSLVERR,                    
    output reg [MEM_WIDTH-1:0] SRDATA      
);
    reg [MEM_WIDTH-1:0] mem [ADDR_SIZE-1:0];
    wire [MEM_WIDTH-1:0] STRB_WDATA;
    assign STRB_WDATA = (SWDATA & { {8{SSTRB[3]}}, {8{SSTRB[2]}}, {8{SSTRB[1]}}, {8{SSTRB[0]}} });
    wire en_mem = SSELX & SENABLE;
    always @(*) begin
        SREADY = en_mem;
    end
    always @(*) begin
        if (SSELX && SENABLE && SREADY) begin
            if (SADDR > (ADDR_SIZE-1)) begin
                SSLVERR = 1'b1;    
            end
            else if (SWDATA > {MEM_WIDTH{1'b1}}) begin
                SSLVERR = 1'b1;    
            end
            else begin
                SSLVERR = 1'b0;    
            end
        end
    end
    always @(posedge PCLK) begin
        if (!PRESETn) begin
            SRDATA <= 0;
        end else if (en_mem & ~SSLVERR) begin
            if (SWRITE) begin
                mem[SADDR] <= STRB_WDATA;
            end else begin
                SRDATA <= mem[SADDR];
            end
        end
    end
endmodule
module TOP #(
    parameter ADDR_SIZE = 32,
    DATA_SIZE = 32,
    PROT_SIZE = 3,
    STRB_SIZE = DATA_SIZE/8
) (
    input PCLK,
    input PRESETn,
    input MWRITE,
    input [PROT_SIZE-1:0] MPROT,
    input [ADDR_SIZE-1:0] MADDR,
    input [DATA_SIZE-1:0] MWDATA,
    input [STRB_SIZE-1:0] MSTRB,
    output [DATA_SIZE-1:0] MRDATA,
    output MSLVERR
);
    wire TREADY;
    wire TSLVERR;
    wire [DATA_SIZE-1:0] TRDATA;
    wire TSELx;
    wire TENABLE;
    wire TWRITE;
    wire [ADDR_SIZE-1:0] TADDR;
    wire [DATA_SIZE-1:0] TWDATA;
    wire [PROT_SIZE-1:0] TPROT;
    wire [STRB_SIZE-1:0] TSTRB;
    AMBA_APB_PROTOCOL_BUS #(
        .ADDR_SIZE(ADDR_SIZE),
        .DATA_SIZE(DATA_SIZE),
        .PROT_SIZE(PROT_SIZE),
        .STRB_SIZE(STRB_SIZE)
    ) APB_Protocol_Bus (
        .PCLK(PCLK),
        .PRESETn(PRESETn),
        .PREADY(TREADY),
        .PSLVERR(TSLVERR),
        .PRDATA(TRDATA),
        .PSELX(TSELx),
        .PENABLE(TENABLE),
        .PWRITE(TWRITE),
        .PADDR(TADDR),
        .PWDATA(TWDATA),
        .PPROT(TPROT),
        .PSTRB(TSTRB),
        .MWRITE(MWRITE),
        .MPROT(MPROT),
        .MADDR(MADDR),
        .MWDATA(MWDATA),
        .MSTRB(MSTRB),
        .MRDATA(MRDATA),
        .MSLVERR(MSLVERR)
    );
    APB_Slave #(
        .ADDR_SIZE(ADDR_SIZE),
        .MEM_WIDTH(DATA_SIZE),
        .PROT_SIZE(PROT_SIZE)
    ) APB_Slave_Inst (
        .PCLK(PCLK),
        .PRESETn(PRESETn),
        .SSELX(TSELx),
        .SENABLE(TENABLE),
        .SREADY(TREADY),
        .SWRITE(TWRITE),
        .SADDR(TADDR),
        .SWDATA(TWDATA),
        .SPROT(TPROT),
        .SSTRB(TSTRB),
        .SSLVERR(TSLVERR),
        .SRDATA(TRDATA)
    );
endmodule
File: flow/run.sh
#!/bin/bash
# OpenROAD 26Q1-2900-gdf79404cd8, Yosys 0.63+post, stock flow scripts
make -C /OpenROAD-flow-scripts/flow DESIGN_CONFIG=/design/flow/config.mk WORK_HOME=/design/flow/orfs finish
File: flow/config.mk
export PLATFORM = sky130hd
export DESIGN_NAME = TOP
export DESIGN_NICKNAME = TOP
export VERILOG_FILES = /design/flow/design.v
export SDC_FILE = /design/flow/constraint.sdc
export NUM_CORES = 4
export LEC_CHECK = 1
export CORE_UTILIZATION = 40
File: flow/constraint.sdc
current_design TOP

set clk_period 16.0
set clk_io_pct 0.2

create_clock -name clk0 -period $clk_period [get_ports {PCLK}]

set non_clock_inputs [all_inputs -no_clocks]
set_input_delay [expr $clk_period * $clk_io_pct] -clock clk0 $non_clock_inputs
set_output_delay [expr $clk_period * $clk_io_pct] -clock clk0 [all_outputs]
==> impl_results.html <==
<p>Metrics extracted from the flow reports.</p>
<table>
<tr><th>Metric</th><th>Value</th></tr>
<tr><th colspan="2">Run status</th></tr>
<tr><td>Result of the run</td><td>finished clean</td></tr>
<tr><th colspan="2">Setup path</th></tr>
<tr><td>Cells traversed along the worst timing path</td><td>buf_6, nand2_1, nor3_1, buf_4, nand3_1, nor2_4, buf_4</td></tr>
<tr><td>Critical path fanouts, max</td><td>114</td></tr>
<tr><td>Most common cell type on the critical path</td><td>sky130_fd_sc_hd__buf_4</td></tr>
<tr><td>Capture point of the worst reg-to-reg path</td><td>APB_Slave_Inst.SRDATA[31]</td></tr>
<tr><td>Crit path kind</td><td>primary input to flip-flop</td></tr>
<tr><td>Worst reg-to-reg path cell count</td><td>10</td></tr>
<tr><td>Origin of the critical flop-to-flop path</td><td>APB_Protocol_Bus.PADDR[0]</td></tr>
<tr><td>Critical path data required time</td><td>16.31 ns</td></tr>
<tr><td>Worst setup startpoint</td><td>PRESETn</td></tr>
<tr><td>Worst-path cell with the longest stage delay</td><td>sky130_fd_sc_hd__nor2_4</td></tr>
<tr><td>Setup slack of the worst register-to-register path</td><td>11.49 ns</td></tr>
<tr><td>Delay of the slowest cell on the worst path</td><td>0.58 ns</td></tr>
<tr><td>Nature of the critical path endpoint</td><td>flip-flop</td></tr>
<tr><td>Kind of launch point of the worst setup path</td><td>primary input</td></tr>
<tr><td>Endpoint arrival time on the critical path</td><td>6.13 ns</td></tr>
<tr><td>End of the critical path</td><td>APB_Slave_Inst.mem[16][26]</td></tr>
<tr><th colspan="2">Timing</th></tr>
<tr><td>Hold violation count in the final report</td><td>0</td></tr>
<tr><td>Count of final max-slew check failures</td><td>0</td></tr>
<tr><td>Final critical-path setup slack</td><td>10.19 ns</td></tr>
<tr><td>Total of endpoints with negative setup slack in the final report</td><td>0</td></tr>
<tr><td>Setup repair after global routing missed its margin</td><td>no</td></tr>
<tr><td>Setup Total Neg Slack</td><td>0 ns</td></tr>
<tr><td>Worst slew margin relative to its limit</td><td>46.5%</td></tr>
<tr><td>Endpoints left unconstrained</td><td>4</td></tr>
<tr><td>Final clock skew</td><td>0.0285 ns</td></tr>
<tr><td>Minimum clock period after layout</td><td>5.81 ns</td></tr>
<tr><td>Count of unclocked register or latch pins</td><td>3</td></tr>
<tr><td>Measured slew at the worst slew-check pin</td><td>0.802 ns</td></tr>
<tr><td>Maximum clock rate</td><td>0.172 GHz</td></tr>
<tr><td>Fin crit share</td><td>36.3%</td></tr>
<tr><td>Hold_ws</td><td>0.506 ns</td></tr>
<tr><th colspan="2">Cells and area</th></tr>
<tr><td>Area Growth Syn to Fin</td><td>15.3%</td></tr>
<tr><td>Proportion of layout cells with a drive suffix above 1</td><td>22.6%</td></tr>
<tr><th colspan="2">Detailed routing</th></tr>
<tr><td>First-iteration detailed-routing DRC count</td><td>1721</td></tr>
<tr><td>WL final</td><td>114000 um</td></tr>
<tr><td>Total iterations of the first detailed-routing run</td><td>7</td></tr>
<tr><td>Routed wire per std cell</td><td>27.6 um</td></tr>
<tr><td>Ratio of routed vias to standard cells</td><td>5.79</td></tr>
<tr><td>Vias</td><td>23900</td></tr>
<tr><td>Remaining design rule violation count</td><td>0</td></tr>
<tr><td>Tally of nets with antenna violations remaining after routing</td><td>0</td></tr>
<tr><th colspan="2">Global route</th></tr>
<tr><td>Global router's overall resource usage</td><td>22.2%</td></tr>
<tr><td>Global-route wire length before repair</td><td>168000 um</td></tr>
<tr><td>Global-route congestion overflow total</td><td>0</td></tr>
<tr><td>Number of antenna violations at the first check in global routing</td><td>0</td></tr>
<tr><td>Largest net degree at the start of global routing</td><td>115</td></tr>
<tr><td>Vias in the first global route</td><td>25600</td></tr>
<tr><th colspan="2">Pwr</th></tr>
<tr><td>PD cells</td><td>120 nW/um^2</td></tr>
<tr><td>Worst vdd rail ir drop</td><td>108 uV</td></tr>
<tr><td>Leakage power figure</td><td>14.5 nW</td></tr>
<tr><th colspan="2">Clock network</th></tr>
<tr><td>Clock-pin slew on the worst setup and hold paths</td><td>0.06 ns</td></tr>
<tr><td>H-tree level count</td><td>3</td></tr>
<tr><td>Maximum root-to-sink buffer count</td><td>3</td></tr>
<tr><td>Number of buffers created by CTS</td><td>109</td></tr>
<tr><td>Clock tree from TritonCTS</td><td>yes</td></tr>
<tr><td>Cell chosen for the clock root</td><td>sky130_fd_sc_hd__clkbuf_16</td></tr>
<tr><td>Post-CTS sizing</td><td>0</td></tr>
<tr><td># Post-CTS Setup Buffers</td><td>0</td></tr>
<tr><td>Post-cts hold buffer count</td><td>0</td></tr>
<tr><td>Clock latency reported for the late side of the worst-skew pair</td><td>0.69 ns</td></tr>
<tr><th colspan="2">Min path</th></tr>
<tr><td>Classification of the worst-slack hold path</td><td>flip-flop to flip-flop</td></tr>
<tr><td>Hold depth</td><td>1</td></tr>
<tr><th colspan="2">Floorplanning</th></tr>
<tr><td>Placement row count</td><td>122</td></tr>
<tr><td>Die Span Y</td><td>337 um</td></tr>
<tr><td>Die footprint</td><td>114000 um^2</td></tr>
<tr><td>Num ports</td><td>107</td></tr>
<tr><td>Core region area</td><td>111000 um^2</td></tr>
<tr><td>Die W</td><td>337 um</td></tr>
<tr><td>Starting Density</td><td>40.5%</td></tr>
<tr><th colspan="2">Logic synthesis</th></tr>
<tr><td>Unique cell types</td><td>45</td></tr>
<tr><td>Most common cell in the synthesized netlist</td><td>sky130_fd_sc_hd__edfxtp_1</td></tr>
<tr><td>Ranking of synthesized cells by instance count</td><td>sky130_fd_sc_hd__edfxtp_1, sky130_fd_sc_hd__mux4_2, sky130_fd_sc_hd__dfxtp_1, sky130_fd_sc_hd__and3_1, sky130_fd_sc_hd__clkbuf_1</td></tr>
<tr><td>Area reported by Yosys stat</td><td>45000 um^2</td></tr>
<tr><td>Number of storage elements in the synthesis netlist</td><td>1130</td></tr>
<tr><td>Cell taking the most area after synthesis</td><td>sky130_fd_sc_hd__edfxtp_1</td></tr>
<tr><td>Yosys stat cell total</td><td>2397</td></tr>
<tr><td>Most used DFF post-synth</td><td>sky130_fd_sc_hd__edfxtp_1</td></tr>
<tr><td>Top-area cell type share of the netlist area</td><td>68.4%</td></tr>
<tr><td>Area of the mapped netlist</td><td>45000 um^2</td></tr>
<tr><td>Share of synthesized registers carrying an async set or reset</td><td>0%</td></tr>
<tr><td>Number of warnings issued by yosys</td><td>2</td></tr>
<tr><td>Number of flops mapped to enable cells by yosys</td><td>1024</td></tr>
<tr><td>Syn Inst Count</td><td>2397</td></tr>
<tr><td>Syn avg cell area</td><td>18.8 um^2</td></tr>
<tr><td>Largest cells by area after synthesis</td><td>sky130_fd_sc_hd__edfxtp_1, sky130_fd_sc_hd__mux4_2, sky130_fd_sc_hd__dfxtp_1</td></tr>
<tr><th colspan="2">Job</th></tr>
<tr><td>Number of logged tool warnings</td><td>32</td></tr>
<tr><td>Max-cap violation count</td><td>0</td></tr>
<tr><th colspan="2">Place</th></tr>
<tr><td>Worst-case setup slack after placement</td><td>9.54 ns</td></tr>
<tr><td>Final weighted congestion of routability-driven global placement</td><td>0.863</td></tr>
<tr><td>Port Buffer Count</td><td>106</td></tr>
<tr><td>Dpl hpwl</td><td>64400 um</td></tr>
</table>
-- registers in the layout (all words and copies together), names as in the netlist --
signal,flops
APB_Slave_Inst.mem,1024
APB_Protocol_Bus.PADDR,32
APB_Protocol_Bus.PWDATA,32
APB_Slave_Inst.SRDATA,32
APB_Protocol_Bus.PPROT,3
APB_Protocol_Bus.cs,3
APB_Protocol_Bus.PENABLE,1
APB_Protocol_Bus.PSELX,1
APB_Protocol_Bus.PWRITE,1
APB_Slave_Inst.SSLVERR,1
-- layout by cell type, fill, tap and decap left out, types with 6 or more instances in the layout --
cell	n
sky130_fd_sc_hd__clkinv_2	17
sky130_fd_sc_hd__mux4_2	273
sky130_fd_sc_hd__edfxtp_1	1024
sky130_fd_sc_hd__bufinv_16	15
sky130_fd_sc_hd__clkdlybuf4s50_1	105
sky130_fd_sc_hd__mux2i_1	11
sky130_fd_sc_hd__clkbuf_1	23
sky130_fd_sc_hd__a22oi_1	47
sky130_fd_sc_hd__a221oi_1	6
sky130_fd_sc_hd__nand2b_1	70
sky130_fd_sc_hd__nor4_1	23
sky130_fd_sc_hd__o21ai_0	24
sky130_fd_sc_hd__a21oi_1	40
sky130_fd_sc_hd__nand3_1	91
sky130_fd_sc_hd__clkbuf_16	110
sky130_fd_sc_hd__o221a_2	12
sky130_fd_sc_hd__buf_4	98
sky130_fd_sc_hd__clkinvlp_4	7
sky130_fd_sc_hd__nand4_1	71
sky130_fd_sc_hd__nor2_4	33
sky130_fd_sc_hd__clkinv_1	27
sky130_fd_sc_hd__xor2_1	68
sky130_fd_sc_hd__nand2_1	86
sky130_fd_sc_hd__a32oi_1	67
sky130_fd_sc_hd__and3_1	100
sky130_fd_sc_hd__dfxtp_1	98
sky130_fd_sc_hd__nor2_1	25
-- routing by layer --
layer  part of all wire [%]  vias to the layer above  GRT usage, %
met4                    2.6                        4          4.60
li1                       -                    10200             -
met5                   0.14                        -          1.36
met2                     47                     1576          32.3
met1                     34                    11900          28.0
met3                     16                      199          16.0
-- worst max-delay path: cells and delay by family --
| kind | cells | cell delay (ns) |
|---|---|---|
| buf+inv | 3 | 1.34 |
| simple gates | 4 | 1.54 |
-- cell families after synthesis --
group	share of synthesized area (%)
flip-flops	73.0
AND/OR/NAND/NOR	6.16
multiplexers	13.9
AND-OR/OR-AND	3.70
buffers and inverters	1.80
XOR/XNOR	1.32
latches	0.100
-- area by class of cell --
type	instances	area, um^2
flip-flops and latches	1130	32900
repair buffers	206	1840
well taps	1488	1860
diodes	1	2.50
multi-input cells	1093	11600
clock inverters	72	800
fillers	9015	59100
clock buffers	136	2880
inverters	3	12.5
-- report_power, final --
group | switching, mW | total, mW | internal [mW]
clock | 1.10 | 2.62 | 1.52
sequential | 0.0338 | 3.24 | 3.20
combinational | 0.230 | 0.385 | 0.155
total | 1.36 | 6.24 | 4.88
-- how the worst min path moves through the flow --
| stage | startpoint | to | slack [ns] |
|---|---|---|---|
| 4_1_cts | APB_Slave_Inst.SRDATA[18] | APB_Slave_Inst.SRDATA[18] | 0.51 |
| 5_1_grt | APB_Slave_Inst.SRDATA[11] | APB_Slave_Inst.SRDATA[11] | 0.53 |
| 6_report | APB_Slave_Inst.SRDATA[12] | APB_Slave_Inst.SRDATA[12] | 0.51 |
-- stage by stage --
step | area (um^2) | cells | util, % | power [mW]
after floorplan | 45000 | 2397 | - | 3.54
after global placement | 48200 | 3920 | 43.4 | 3.68
after detailed placement | 48200 | 3920 | 43.4 | 3.69
after CTS | 51800 | 4128 | 46.7 | 6.29
after global routing | 51800 | 4128 | 46.7 | 6.43
final | 51800 | 4129 | 46.7 | 6.24
Power is estimated from default activity; no workload was simulated.
